--- flow/config.mk ---
export PLATFORM = sky130hd
export DESIGN_NAME = CLK_OFFSET
export DESIGN_NICKNAME = CLK_OFFSET
export VERILOG_FILES = /design/flow/design.v
export SDC_FILE = /design/flow/constraint.sdc
export NUM_CORES = 4
export LEC_CHECK = 1
export CORE_AREA = 10 10 109 109
export DIE_AREA = 0 0 119 119
--- flow/constraint.sdc ---
current_design CLK_OFFSET

set clk_period 2.4
set clk_io_pct 0.2

create_clock -name clk0 -period $clk_period [get_ports {CLK}]

set non_clock_inputs [all_inputs -no_clocks]
set_input_delay [expr $clk_period * $clk_io_pct] -clock clk0 $non_clock_inputs
set_output_delay [expr $clk_period * $clk_io_pct] -clock clk0 [all_outputs]
--- flow/design.v ---
`timescale 1ns / 1ps
module CLK_OFFSET(
	input RESETN,
	input CLK,
	input [3:0] STATE,
	input [3:0] TZ_DATA,
	input [17:0] CLOCK_DATA,
	output wire [23:0] LOCAL_CLOCK_DATA
    );
	reg [5:0] hour, min, sec;
	reg [3:0] offset_hour;
	reg offset_dir;
	parameter AKST = 4'b0000,
				 AST = 4'b0001,
				 CET = 4'b0010,
				 CST = 4'b0011,
				 EET = 4'b0100,
				 EST = 4'b0101,
				 GMT = 4'b0110,
				 HKT = 4'b0111,
				 HAST = 4'b1000,
				 JST = 4'b1001,
				 KST = 4'b1010,
				 MSK = 4'b1011,
				 MST = 4'b1100,
				 PST = 4'b1101,
				 VLAT = 4'b1110,
				 WST = 4'b1111;
	parameter INITIAL_DELAY = 4'b0000,
				 FUNCTION_SET = 4'b0001,
				 INITIAL_SETUP = 4'b0010,
				 CLEAR_SCREEN = 4'b0011,
				 SETUP = 4'b0100,  
				 TIME_SET = 4'b0101,  
				 TZ_SET = 4'b0110,  
				 LINE1 = 4'b1000,
				 LINE2 = 4'b1001;
	always @(negedge RESETN, posedge CLK) begin
		if (~RESETN) begin
			offset_dir <= 0;
			offset_hour <= 0;
		end else begin
			case (TZ_DATA)
				AKST: begin  
					offset_hour <= 9;
					offset_dir <= 0;
				end
				AST: begin  
					offset_hour <= 3;
					offset_dir <= 1;
				end
				CET: begin  
					offset_hour <= 1;
					offset_dir <= 1;
				end
				CST: begin  
					offset_hour <= 8;
					offset_dir <= 1;
				end
				EET: begin  
					offset_hour <= 2;
					offset_dir <= 1;
				end
				EST: begin  
					offset_hour <= 5;
					offset_dir <= 0;
				end
				GMT: begin  
					offset_hour <= 0;
					offset_dir <= 1;
				end
				HKT: begin  
					offset_hour <= 8;
					offset_dir <= 1;
				end
				HAST: begin  
					offset_hour <= 10;
					offset_dir <= 0;
				end
				JST: begin  
					offset_hour <= 9;
					offset_dir <= 1;
				end
				KST: begin  
					offset_hour <= 9;
					offset_dir <= 1;
				end
				MSK: begin  
					offset_hour <= 3;
					offset_dir <= 1;
				end
				MST: begin  
					offset_hour <= 7;
					offset_dir <= 0;
				end
				PST: begin  
					offset_hour <= 8;
					offset_dir <= 0;
				end
				VLAT: begin  
					offset_hour <= 10;
					offset_dir <= 1;
				end
				WST: begin  
					offset_hour <= 8;
					offset_dir <= 1;
				end
				default: begin
					offset_hour <= 0;
					offset_dir <= 1;
				end
			endcase
		end
	end
	always @(negedge RESETN, posedge CLK) begin  
		if (~RESETN) begin
			hour <= 0;
			min <= 0;
			sec <= 0;
		end else begin
			if (offset_dir == 1) begin  
					if (CLOCK_DATA[17:12] < (24 - offset_hour))
						hour <= CLOCK_DATA[17:12] + {2'b0, offset_hour};
					else
						hour <= CLOCK_DATA[17:12] - (24 - {2'b0, offset_hour});
				end else begin
					if (CLOCK_DATA[17:12] < offset_hour)
						hour <= 24 - ({2'b0, offset_hour} - CLOCK_DATA[17:12]);
					else
						hour <= CLOCK_DATA[17:12] - {2'b0, offset_hour};
				end
				min <= CLOCK_DATA[11:6];
				sec <= CLOCK_DATA[5:0];
		end
	end
	SEP_DIGITS HOUR_SEP(hour, LOCAL_CLOCK_DATA[23:20], LOCAL_CLOCK_DATA[19:16]);
	SEP_DIGITS MIN_SEP(min, LOCAL_CLOCK_DATA[15:12], LOCAL_CLOCK_DATA[11:8]);
	SEP_DIGITS SEC_SEP(sec, LOCAL_CLOCK_DATA[7:4], LOCAL_CLOCK_DATA[3:0]);
endmodule
`timescale 1ns / 1ps
module SEP_DIGITS(
	input [5:0] DATA,
	output reg [3:0] SEP_A,
	output reg [3:0] SEP_B
    );
	always @(DATA) begin
		if (DATA < 10) begin
			SEP_A <= 0;
			SEP_B <= DATA[3:0];
		end else if (DATA < 20) begin
			SEP_A <= 1;
			SEP_B <= DATA - 10;
		end else if (DATA < 30) begin
			SEP_A <= 2;
			SEP_B <= DATA - 20;
		end else if (DATA < 40) begin
			SEP_A <= 3;
			SEP_B <= DATA - 30;
		end else if (DATA < 50) begin
			SEP_A <= 4;
			SEP_B <= DATA - 40;
		end else if (DATA < 60) begin
			SEP_A <= 5;
			SEP_B <= DATA - 50;
		end else begin
			SEP_A <= 6;
			SEP_B <= DATA - 60;
		end
	end
endmodule
--- flow/run.sh ---
#!/bin/bash
# OpenROAD 26Q1-2900-gdf79404cd8, Yosys 0.63+post, stock flow scripts
make -C /OpenROAD-flow-scripts/flow DESIGN_CONFIG=/design/flow/config.mk WORK_HOME=/design/flow/orfs finish
==> results_slide.txt <==
Key Metrics from the Run

Run status
  • Status: finished with violations
  • Violated checks: negative setup slack

Floorplanning
  • Die Area: 0.0142 mm²
  • Core Region: 0.00964 mm²
  • Die Y-Extent: 119 µm
  • Rows: 36
  • Floorplan Utilization: 0.313
  • Io pins: 52
  • DIE WIDTH: 119 µm

Final timing
  • RSZ-0062 raised after global routing: yes
  • FMAX: 407 MHz
  • Clock skew: 0.00816 ns
  • Min setup slack post-route: -0.0593 ns
  • Cycle use final: 1.02
  • Final slew viol count: 0
  • Final Critical Period: 2.46 ns
  • Hold Violations, Final: 0
  • Hold slack: 0.572 ns
  • Setup Viol. Count Final: 3

GRT
  • Vias in the first global route: 3,017
  • Antenna violations before repair: 0
  • GR Util All Layers: 0.111
  • Grt total ovfl: 0
  • First-pass GRT wire length: 13,700 µm
  • Largest net degree at the start of global routing: 24

Final layout
  • Fin cells: 631
  • Layout cell share with drive strength beyond 1: 0.474
  • Area Overhead vs Synth: 64.5%
  • # fillers: 809
  • Final Cell Area: 0.00496 mm²

Critical path
  • CP Class: register to primary output
  • Worst-path fanout max: 4
  • Critical Path AT: 1.98 ns
  • Crit. End Element: primary output
  • Path depth of the worst reg2reg path: 11
  • Worst EP required: 1.92 ns
  • Setup crit start kind: register

Logic synthesis
  • Synth Area in Simple Gates: 0.177
  • Synth logic family: adder cells
  • Post-synth EDFFs: 0
  • Share of the yosys chip area belonging to registers: 0.191
  • Count leader, synth: ha_1
  • Yosys warnings: 2
  • Unique cell types: 65
  • Largest cells by area after synthesis: ha_1, dfrtp_1, a21oi_1
  • Yosys chip area: 0.00301 mm²
  • Yosys Instances: 360
  • Share of the synthesized area in the top cell type: 0.199
  • Mux frac, synth: 0.0349
  • AO/OA Area Share: 0.205
  • Asr flop ratio synth: 1.00
  • Synth Area in Adders: 0.252
  • Synth area leader: ha_1
  • Syn Inst Count: 360
  • Top cells by count: ha_1, inv_1, a21oi_1, dfrtp_1
  • Mean post-synth cell area: 8.37 µm²
  • Synth Cell Area: 0.00301 mm²
  • Xor/xnor share: 0.0436
  • Post-synthesis register bit count: 23
  • Top_reg_cell synth: dfrtp_1

Detailed routing
  • Final wirelength: 8560 µm
  • Drt pass-1 iters: 4
  • N_diodes: 0
  • Vias: 3,039
  • DRT antenna net count: 0
  • WL per Instance: 13.6 µm
  • Detail-routed via count per cell: 4.82
  • # DRC: 0
  • Initial drt markers: 198

Pwr
  • PD cells: 475 mW/mm²
  • Leak Pwr: 2.23 nW
  • Peak supply drop: 0.000304 V

CTS
  • CTS Buffer Depth: 2
  • Clock Sinks: 23
  • Clk latency late pin: 0.26 ns
  • CTS root buffer: clkbuf_8
  • Hold-fix buffers, CTS: 0
  • H-tree depth: 1
  • CTS clk-pin slew, worst paths: 0.09 ns
  • CTS tree: done
  • TritonCTS buffer count: 3

Placement
  • Dpl cell area: 0.00412 mm²
  • IO buf count: 44
  • Place WS: -0.477 ns
  • RePlAce Congestion: 0.947
  • Placed cell count: 600
  • HPWL Detailed: 6060 µm

Flow run
  • Tool Warnings: 61
  • Maxcap violations: 0

Hold path
  • Min-delay worst type: input pin to async pin
[repair_timing]
item	4_1_cts	5_1_grt
setup endpoints to repair	18	18
setup buffers	19	11
pin swaps	33	31
resized	95	89
[stage by stage]
step / power (mW) / util / TNS, ns
5_1_grt: 2.55 / 0.514 / -0.944
6_report: 2.36 / 0.514 / -0.131
4_1_cts: 2.13 / 0.474 / -0.837
2_1_floorplan: 1.15 / - / 0
3_5_place_dp: 1.72 / 0.428 / -2.38
3_3_place_gp: 1.71 / 0.428 / -2.17
[path summary, 6_finish.rpt]
path | start | endpoint | slack [ns]
max in group asynchronous | RESETN | hour[5] | 1.56
worst min-delay path | RESETN | min[1] | 0.57
worst min register to register | offset_hour[0] | hour[0] | 0.62
worst max-delay path | hour[2] | LOCAL_CLOCK_DATA[19] | -0.06
worst max register to register | offset_hour[1] | hour[5] | 0.13
min in group clk0 | offset_hour[0] | hour[0] | 0.62
[logic make-up after synthesis]
group,after synthesis
AND-OR/OR-AND,93
AND/OR/NAND/NOR,98
buffers and inverters,65
XOR/XNOR,15
multiplexers,9
other,1
adder cells (fa/ha/maj),56
flip-flops,23
[registers in the layout, indices dropped and copies added (netlist names)]
register	cells
hour	6
min	6
sec	6
offset_hour	4
offset_dir	1
[cells in the final DEF (no fill, tap or decap), types with 6 or more instances in the layout]
master	n
nor3_1	8
a21oi_2	7
buf_4	95
ha_4	15
nand2_1	13
mux2i_1	6
a21oi_1	25
clkdlybuf4s50_1	26
o21ai_1	7
inv_2	8
nor2b_1	6
nor2_1	16
xor2_1	7
xnor2_1	6
ha_1	24
nand2_2	7
inv_1	34
buf_2	9
dfrtp_1	19
ha_2	9
buf_6	14
[power by group]
| part | switching [mW] | total (mW) | internal, mW |
|---|---|---|---|
| sequential | 0.0843 | 0.518 | 0.433 |
| clock | 0.122 | 0.237 | 0.116 |
| combinational | 0.697 | 1.60 | 0.904 |
| total | 0.903 | 2.36 | 1.45 |
[worst max-delay path, cell delays in order (launching register included)]
cell and delay (ns):
dfrtp_1 0.39, inv_2 0.13, ha_4 0.15, a21oi_2 0.06, nor3b_4 0.16, buf_4 0.15, or4_4 0.47, o221ai_2 0.08
buf_2 0.12
[final cells by class]
cell class / instances / area [µm²] / area share
Timing Repair Buffer: 153 / 1260 / 0.254
Clock inverter: 1 / 5.00 / 0.00101
Tap cell: 133 / 166 / 0.0336
Multi-Input combinational cell: 274 / 2740 / 0.552
Sequential cell: 23 / 581 / 0.117
Clock buffer: 3 / 41.3 / 0.00833
Inverter: 44 / 170 / 0.0343
[per-layer routing]
| layer | track usage | up-vias | share of wire |
|---|---|---|---|
| met3 | 0.0259 | 4 | 0.045 |
| met5 | 0 | - | 0 |
| met4 | 0.00534 | 0 | 0.0022 |
| li1 | - | 1522 | - |
| met1 | 0.151 | 1460 | 0.48 |
| met2 | 0.185 | 53 | 0.47 |
Power figures rest on the tool's default switching activity, not on a simulated workload.
