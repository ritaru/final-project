**/design/flow/design.v**
```verilog
`timescale 1ns / 1ps
module ALARM_SET(
    input RESETN,
    input CLK,
    input [3:0] STATE,
    input [4:0] BUTTONS,
    input [17:0] RTC_DATA,
    input ALARM_TIME_SET,
    output reg [17:0] ALARM_SET_DATA,
    output reg ALARM_SET_FLAG
    );
    parameter ALARM_SET = 4'b0111;
    parameter UP = 5'b10000,
              DOWN = 5'b01000,
              CENTER = 5'b00100,
              LEFT = 5'b00010,
              RIGHT = 5'b00001;
    reg [4:0] BUTTONS_PREV;
    reg [2:0] cursor_position;
    reg [4:0] hour;
    reg [5:0] min, sec;
    reg is_time_loaded;
    always @(negedge RESETN, posedge CLK) begin
        if (~RESETN) begin
            ALARM_SET_FLAG <= 0;
            BUTTONS_PREV <= 0;
            cursor_position <= 0;
            hour <= 0;
            min <= 0;
            sec <= 0;
            is_time_loaded <= 0;
        end else begin
            if (STATE == ALARM_SET) begin 
                if ((~ALARM_SET_FLAG) && (~is_time_loaded)) begin
						hour <= RTC_DATA[16:12];
						min <= RTC_DATA[11:6];
						sec <= RTC_DATA[5:0];
						is_time_loaded <= 1;
                end
                case ((BUTTONS ^ BUTTONS_PREV) & BUTTONS)
                    UP: begin
                        if (~ALARM_TIME_SET) begin
                           case(cursor_position)
                                0: if (sec < 59) sec <= sec + 1; else sec <= 0;
                                1: if (sec < 49) sec <= sec + 10; else sec <= sec - 50;
                                2: if (min < 59) min <= min + 1; else min <= 0;
                                3: if (min < 49) min <= min + 10; else min <= min - 50;
                                4: if (hour < 23) hour <= hour + 1; else hour <= 0;
                           endcase 
                        end
                    end
                    DOWN: begin
                        if (~ALARM_TIME_SET) begin
                           case(cursor_position)
                                0: if (sec < 59) sec <= sec + 1; else sec <= 0;
                                1: if (sec < 49) sec <= sec + 10; else sec <= sec - 50;
                                2: if (min < 59) min <= min + 1; else min <= 0;
                                3: if (min < 49) min <= min + 10; else min <= min - 50;
                                4: if (hour < 23) hour <= hour + 1; else hour <= 0;
                           endcase 
                        end
                    end
                    LEFT: begin
                        if (~ALARM_TIME_SET) begin
                            if (cursor_position < 4)
                                cursor_position <= cursor_position + 1;
                            else
                                cursor_position <= 0;
                        end else
                            ALARM_SET_FLAG <= ~ALARM_SET_FLAG;
                    end
                    RIGHT: begin
                        if (~ALARM_TIME_SET) begin
                            if (cursor_position > 0)
                                cursor_position <= 4;
                            else
                                cursor_position <= cursor_position - 1;
                        end else
                            ALARM_SET_FLAG <= ~ALARM_SET_FLAG;
                    end
                endcase
            end else
                is_time_loaded <= 0;
            BUTTONS_PREV <= BUTTONS;
            ALARM_SET_DATA <= {1'b0, hour, min, sec};
        end
    end
endmodule
```
**/design/flow/run.sh**
```bash
#!/bin/bash
# OpenROAD 26Q1-2900-gdf79404cd8, Yosys 0.63+post, stock flow scripts
make -C /OpenROAD-flow-scripts/flow DESIGN_CONFIG=/design/flow/config.mk WORK_HOME=/design/flow/orfs finish
```
**/design/flow/config.mk**
```make
export PLATFORM = sky130hd
export DESIGN_NAME = ALARM_SET
export DESIGN_NICKNAME = ALARM_SET
export VERILOG_FILES = /design/flow/design.v
export SDC_FILE = /design/flow/constraint.sdc
export NUM_CORES = 4
export LEC_CHECK = 1
export CORE_UTILIZATION = 40
```
**/design/flow/constraint.sdc**
```tcl
current_design ALARM_SET

set clk_period 2.8
set clk_io_pct 0.2

create_clock -name clk0 -period $clk_period [get_ports {CLK}]

set non_clock_inputs [all_inputs -no_clocks]
set_input_delay [expr $clk_period * $clk_io_pct] -clock clk0 $non_clock_inputs
set_output_delay [expr $clk_period * $clk_io_pct] -clock clk0 [all_outputs]
```
==> run summary <==
flow finished, numbers: detailed-route via count ~2000, cell count after synthesis ~240, M1 GR Usage 0.2885, Top cells excl fill/tap clkdlybuf4s50_1, dfrtp_1, nand2_1, edfxtp_1, nor2_1, Pwr Density about 580 mW/mm2, CP max stage cell or4_4, Dominant flop cell dfrtp_1, highest-count logic cell in the final layout clkdlybuf4s50_1, Post-synth seq share 0.4684, Worst Tran Pin Value around 770 ps, max-cap violations 0, Global Route Usage Sum 0.1778, Final period util 0.8542, met3 usage 0.02368, mux share 0.01235, share of cells above drive strength 1 0.1010, initial DRC count 107, Ant. Diodes 0, Clock Sinks approximately 44, initial antenna violation count 0, Area Overhead vs Synth 26.04%, min cycle time layout roughly 2400 ps, Worst EP required approximately 3000 ps, hpwl dp 3.728 mm, gpl congestion ~0.84, startpoint type of the worst setup path input port, Critical Path End Type flip-flop, kind of cell adding the most delay to the critical path simple AND/OR/NAND/NOR gates, f_max 0.4181 GHz, PortBufs between 40 and 50, Chip Area, Yosys approximately 0.0025 mm2, EDFF count, synth 17, Cell Type Count ~57, hold buffers post-CTS 0, Die Wd approximately 82 um, Hold Fails Final Rpt 0, post-CTS sizing 0, Rel. slew slack 0.4843, Top cell by count, worst path or4_4, RSZ-0062 raised after global routing no, Top logic family AND-OR/OR-AND gates, yosys cell count 244, I/O pins slightly below 50, Synth Area in Simple Gates 0.1774, placed cell count 364, Area after DPL a little over 0.003 mm2, fp util 0.4203, Late-Pin Clk Latency 290 ps, CP arrival between 2000 and 3000 ps, die area between 0.006 and 0.007 mm2, Max stage delay on crit path between 500 and 600 ps, Final Cell Area ~0.0032 mm2, worst min path class input port to async pin, post-route ant nets 0, Log Warnings 32, Finished Core Util 0.5297, AND-OR/OR-AND Cells, Area Fraction 0.1937, WL final 5.052 mm, critical path cell sequence clkdlybuf4s50_1, nor2b_1, or4_4, or4_4, nor3_2, a211oi_1, o22ai_2, XOR Share, Synth 0.03755, H-tree levels 2, Adder Area Share 0.07510, maximum resistive drop on vdd 0.3193 mV, met2 Usage GRT 0.2717, run status finished, final reports clean, clk root buf clkbuf_8, CTS tree built, clock buffer depth 2, grt peak-use layer met1, critical path class input port to flip-flop, Post-synth ARST share 0.6136, Finish-stage setup viols 0, drt via density 5.376, drt wl/cell ~14 um, detailed-route DRC error count 0, Setup TNS Final 0 ps, CP Buf/Inv Count 1, post-route insts no fill roughly 370, num rows 28, Mean Syn Cell Area between 10 and 15 um2, grt total ovfl 0, clk_skew approximately 8.3 ps, first-pass GRT wire length between 8 and 9 mm, flops & latches, synth 44, synthesized cell area between 0.002 and 0.003 mm2, core area approximately 0.0060 mm2, Worst-path clk slew 90 ps, number of buffers created by CTS 5, crit path max fanout 4, Slew Viols, Final 0, P_leak between 1 and 1.5 nW, die height around 80 um, synth warn 1, vias in the first global route around 1900, largest net degree at the start of global routing 33, first-pass iteration count of the detailed router 4, Post-CTS Setup Bufs 0
[state kept, by name, summed over array words and instances (netlist names)]
| signal | flops |
|---|---|
| sec | 6 |
| cursor_position | 3 |
| ALARM_SET_DATA | 17 |
| BUTTONS_PREV | 5 |
| ALARM_SET_FLAG | 1 |
| is_time_loaded | 1 |
| min | 6 |
| hour | 5 |
[area by class of cell]
cell class	count	area [um2]
repair buffers	54	515.5
flip-flops and latches	44	1186
clock buffers	5	68.82
well taps	75	93.84
clock inverters	3	18.77
inverters	13	48.80
multi-input cells	178	1260
fillers	544	2834
[power breakdown]
part           switching, mW  internal [mW]
Combinational          0.232          0.284
Clock                  0.217          0.174
Sequential             0.138          0.791
[routing by layer]
layer  wire length, um  share of wire  vias to the layer above
met5                 0              0                        -
met4                86          0.017                        0
met3               172          0.034                        9
met2              2295           0.45                       45
met1              2499           0.49                      944
li1                  -              -                     1002
[cells by family after synthesis]
family,after synthesis
other cells,1
simple gates,78
compound gates,72
mux,3
buf+inv,22
fa+ha+maj,14
flops,44
xor+xnor,10
[stage by stage]
stage | worst slack [ps] | total power, mW | hold WS (ps)
floorplan | 610.3 | 1.250 | 264.4
global placement | 102.3 | 1.458 | 491.2
detailed placement | 95.27 | 1.463 | 500.7
CTS | 402.2 | 1.860 | 323.2
global route | 218.6 | 1.982 | 324.7
finish | 408.3 | 1.837 | 300.9
[synth_stat cells, types with 4 or more instances]
master / number / area, um2
a22oi_1: 5 / 37.54
nor3_1: 9 / 45.04
o21ai_0: 7 / 35.03
a31oi_1: 5 / 31.28
inv_1: 13 / 48.80
dfrtp_1: 27 / 675.7
xnor2_1: 7 / 61.31
ha_1: 12 / 150.1
o21ai_1: 6 / 30.03
edfxtp_1: 17 / 510.5
a21oi_1: 15 / 75.07
nor2b_1: 8 / 50.05
and3_1: 4 / 25.02
nor2_1: 16 / 60.06
clkbuf_1: 7 / 26.28
nand2_1: 23 / 86.33
o22ai_1: 5 / 31.28
[path summary, 6_finish.rpt]
kind	start	to	slack (ps)	depth (start not counted)
setup reg to reg	min[1]$_DFFE_PN0P_	min[4]$_DFFE_PN0P_	590	9
min in group clk0	hour[1]$_DFFE_PN0P_	ALARM_SET_DATA[13]$_DFFE_PP_	520	0
max in group asynchronous	RESETN	BUTTONS_PREV[3]$_DFF_PN0_	1900	2
setup / recovery	BUTTONS[0]	sec[4]$_DFFE_PN0P_	410	7
hold / removal	RESETN	min[5]$_DFFE_PN0P_	300	1
hold reg to reg	hour[1]$_DFFE_PN0P_	ALARM_SET_DATA[13]$_DFFE_PP_	520	0
Power figures rest on the tool's default switching activity, not on a simulated workload.
