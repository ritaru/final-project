==> design/flow/design.v <==
`timescale 1ns / 1ps
module TIME_SET(
	input RESETN,
	input CLK,
	input [3:0] STATE,
	input [4:0] BUTTONS,
	input [17:0] CLOCK_DATA,
	output wire [17:0] TIME_SETDATA,
	output reg TIME_SET_FLAG
    );
	reg time_data_loaded;
	reg [3:0] cursor_position;
	reg [4:0] buttons_prev;
	reg [5:0] hour, min, sec;
	parameter INITIAL_DELAY = 4'b0000,
				 FUNCTION_SET = 4'b0001,
				 INITIAL_SETUP = 4'b0010,
				 CLEAR_SCREEN = 4'b0011,
				 SETUP = 4'b0100,  
				 TIME_SET = 4'b0101,  
				 TZ_SET = 4'b0110,  
				 LINE1 = 4'b1000,
				 LINE2 = 4'b1001;
	parameter UP = 5'b10000,
				 DOWN = 5'b01000,
				 LEFT = 5'b00010,
				 RIGHT = 5'b00001,
				 CENTER = 5'b00100;
	always @(negedge RESETN or posedge CLK) begin
		if (~RESETN) begin
			TIME_SET_FLAG <= 0;
			hour <= 0;
			min <= 0;
			sec <= 0;
			cursor_position <= 0;
			time_data_loaded <= 0;
		end else begin
			if (STATE == TIME_SET) begin
				if (~time_data_loaded) begin
					hour <= CLOCK_DATA[17:12];
					min <= CLOCK_DATA[11:6];
					sec <= CLOCK_DATA[5:0];
					time_data_loaded <= 1'b1;
					TIME_SET_FLAG <= 0;
				end
				case ((buttons_prev ^ BUTTONS) & BUTTONS)
					UP: begin
						case (cursor_position)
							0: if (sec < 59) sec <= sec + 1; else sec <= 0;
							1: if (sec < 49) sec <= sec + 10; else sec <= sec - 50;
							2: if (min < 59) min <= min + 1; else min <= 0;
							3: if (min < 49) min <= min + 10; else min <= min - 50;
							4: if (hour < 23) hour <= hour + 1; else hour <= 0;
						endcase
					end
					DOWN: begin
						case(cursor_position)
							0: if (sec > 0) sec <= sec - 1; else sec <= 59;
							1: if (sec > 9) sec <= sec - 10; else sec <= sec + 50;
							2: if (min > 0) min <= min - 1; else min <= 59;
							3: if (min > 9) min <= min - 10; else min <= min + 50;
							4: if (hour > 0) hour <= hour - 1; else hour <= 23;
							endcase
						end
					LEFT: begin
						if (cursor_position < 4)
							cursor_position <= cursor_position + 1;
						else
							cursor_position <= 0;
					end
					RIGHT: begin
						if (cursor_position > 0)
							cursor_position <= cursor_position - 1;
						else
							cursor_position <= 4;
					end
					CENTER: begin
						TIME_SET_FLAG <= 1'b1;
						time_data_loaded <= 1'b0;
					end
				endcase
				buttons_prev <= BUTTONS;
			end
		end
	end
	assign TIME_SETDATA = {hour, min, sec};
endmodule
==> design/flow/run.sh <==
#!/bin/bash
# OpenROAD 26Q1-2900-gdf79404cd8, Yosys 0.63+post, stock flow scripts
make -C /OpenROAD-flow-scripts/flow DESIGN_CONFIG=/design/flow/config.mk WORK_HOME=/design/flow/orfs finish
==> design/flow/config.mk <==
export PLATFORM = sky130hd
export DESIGN_NAME = TIME_SET
export DESIGN_NICKNAME = TIME_SET
export VERILOG_FILES = /design/flow/design.v
export SDC_FILE = /design/flow/constraint.sdc
export NUM_CORES = 4
export LEC_CHECK = 1
export CORE_UTILIZATION = 40
==> design/flow/constraint.sdc <==
current_design TIME_SET

set clk_period 3.5
set clk_io_pct 0.2

create_clock -name clk0 -period $clk_period [get_ports {CLK}]

set non_clock_inputs [all_inputs -no_clocks]
set_input_delay [expr $clk_period * $clk_io_pct] -clock clk0 $non_clock_inputs
set_output_delay [expr $clk_period * $clk_io_pct] -clock clk0 [all_outputs]
==> impl_metrics.json <==
{
  "die_h_um": 88.5,
  "syn_to_final_growth_pct": 20.3,
  "ios": 48,
  "slew_violations": 0,
  "numClockSinks": 29,
  "rsz0062_at_grt": "false",
  "topCombFamilyByArea": "AND-OR/OR-AND gates",
  "p_leak_nw": 1.39,
  "cts_tree": "yes",
  "yosys_cells": 370,
  "yosysWarnings": 1,
  "multiInputGateArea_sq_mm": 0.00208,
  "dominantRegCellSynth": "dfrtp_1",
  "grt_max_degree": 26,
  "antennaDiodeCount": 0,
  "port_buffers": 47,
  "hold_viol": 0,
  "tightest_slew_ns": 0.808,
  "worstPathMaxFanout": 10,
  "lay_top_cells": "clkdlybuf4s50_1, nor2_1, a21oi_1",
  "slew_headroom_pct": 46.1,
  "place_hpwl_mm": 6.18,
  "fin_ws_ns": 0.679,
  "crit_path_start_kind": "flip-flop",
  "drt_pre_antenna_iters": 5,
  "min_period_over_period_pct": 80.6,
  "setup_tns_ns": 0,
  "place.gp.congestion": 0.939,
  "finalCoreUtilization_pct": 49.7,
  "top_cell_area_share_pct": 20.1,
  "ys.flops": 29,
  "lay_top_count": "clkdlybuf4s50_1",
  "coreArea_sq_mm": 0.00725,
  "antenna_left": 0,
  "place_ws_ns": 0.570,
  "tool_warnings": 34,
  "edf_count": 5,
  "min_period_ns": 2.82,
  "antenna_found_initial": 0,
  "clockRootBuffer": "clkbuf_8",
  "ir_drop_mv": 0.201,
  "total_power_mw": 1.77,
  "status": "completed",
  "rows": 31,
  "clk_pin_slew_ns": 0.07,
  "wl_per_cell_um": 16.7,
  "grt_pass1_vias": 2716,
  "cts.path.max_buffers": 2,
  "ys_sh_mux_pct": 4.18,
  "grt_pass1_wl_mm": 13.6,
  "ctsResizeCount": 0,
  "route.detailed.drc": 0,
  "yosysTopAreaCell": "dfrtp_1",
  "critPathArrivalTime_ns": 2.99,
  "fp_util_pct": 41.3,
  "dieArea_sq_mm": 0.00784,
  "synthAdderAreaFrac_pct": 9.77,
  "synth_seq_share_pct": 25.1,
  "die_x_um": 88.5,
  "crit_type": "flip-flop to flip-flop",
  "via_count": 3038,
  "h-tree-depth": 2,
  "maxCapViolations": 0,
  "avgViaCountPerCell": 6.04,
  "async_flop_share_pct": 82.8,
  "flop_area_sq_um": 751,
  "ys_sh_xor_pct": 3.22,
  "clkLatencyLatePin_ns": 0.28,
  "cts_hold_buf": 0,
  "drt_iter0_drc": 201,
  "stdcell_count": 503,
  "grt-ovfl-total": 0,
  "hp-class": "flip-flop to flip-flop",
  "synthCells": 370,
  "post_cts_buffers": 0,
  "wl_mm": 8.41,
  "fillerInstances": 689,
  "dp_cells": 496,
  "fmax_ghz": 0.355,
  "numCtsBuffers": 5,
  "finalSetupViolations": 0,
  "synth_area_per_cell_sq_um": 8.10,
  "top_cells_by_area": "dfrtp_1, ha_1, a21oi_1",
  "ys_sh_simple_pct": 23.0,
  "synth_area_sq_mm": 0.00300,
  "end_kind": "flip-flop",
  "pwr_density_cell_mw_per_mm2": 492,
  "skew_ns": 0.00675,
  "grt_usage_pct": 22.7,
  "yosys-stat-area_sq_mm": 0.00300,
  "drive_above_1_share_pct": 6.44,
  "aoi_share_pct": 29.2,
  "cp_data_required_time_ns": 3.67,
  "ys_types": 73
}
## routing by layer
metal	GRT usage [%]	vias to the layer above	part of all wire, %
li1	-	1470	-
met2	35.0	116	46
met1	35.2	1437	47
met3	3.12	15	6.1
met4	3.96	0	1.5
met5	0	-	0
## through the flow
step / area, sq um / hold WS, ns
5_1_grt: 3600 / 0.596
2_1_floorplan: 3000 / 0.404
3_3_place_gp: 3520 / 0.507
6_report: 3600 / 0.521
4_1_cts: 3600 / 0.524
3_5_place_dp: 3520 / 0.510
## flip-flops by register name, indices dropped and copies added (netlist names)
signal,count
hour,6
TIME_SET_FLAG,1
time_data_loaded,1
buttons_prev,5
min,6
sec,6
cursor_position,4
## worst max-delay path, cell delays in order, from the launching register on
cell,delay (ns)
dfrtp_1,0.50
inv_1,0.23
ha_1,0.31
nor2_1,0.07
o21ai_0,0.14
nand2_1,0.11
fa_1,0.44
a21oi_1,0.20
o21ai_0,0.10
o22ai_1,0.20
o22ai_1,0.11
o31a_1,0.30
## layout make-up
| class | count | share of cell area (%) |
|---|---|---|
| flip-flops and latches | 29 | 20.8 |
| multi-input cells | 300 | 57.7 |
| repair buffers | 51 | 13.9 |
| well taps | 99 | 3.44 |
| inverters | 17 | 1.77 |
| clock buffers | 7 | 2.40 |
## cell usage after synthesis (all sizes together) (7+ instances only)
library cell	n
clkbuf	18
a21oi	30
nor3	13
a211oi	7
nor2b	8
o21ai	25
ha	17
nand3	11
o22ai	9
dfrtp	24
nand2	22
inv	17
mux2i	8
nor2	35
## worst paths after layout
| path | depth (start not counted) | slack (ns) | end | startpoint |
|---|---|---|---|---|
| min | 2 | 0.52 | TIME_SET_FLAG$_DFFE_PN0P_ | TIME_SET_FLAG$_DFFE_PN0P_ |
| min in group asynchronous | 2 | 0.79 | hour[2]$_DFFE_PN0P_ | RESETN |
| max reg2reg | 11 | 0.68 | min[5]$_DFFE_PN0P_ | min[1]$_DFFE_PN0P_ |
| max in group asynchronous | 2 | 2.44 | cursor_position[1]$_DFFE_PN0P_ | RESETN |
| max | 11 | 0.68 | min[5]$_DFFE_PN0P_ | min[1]$_DFFE_PN0P_ |
| min reg2reg | 2 | 0.52 | TIME_SET_FLAG$_DFFE_PN0P_ | TIME_SET_FLAG$_DFFE_PN0P_ |
## cells by family (layout without fill, tap and decap cells)
family                   count (synthesis)  count (layout)
adder cells (fa/ha/maj)                 21              21
multiplexers                            12              12
flip-flops                              29              29
AND-OR/OR-AND                          129             129
buffers and inverters                   41              75
AND/OR/NAND/NOR                        127             127
XOR/XNOR                                11              11
## report_power, final
part / internal [mW] / total (mW) / switching [mW] / leakage, nW
sequential: 0.405 / 0.594 / 0.190 / 0.336
clock: 0.156 / 0.285 / 0.129 / 0.0443
combinational: 0.442 / 0.895 / 0.453 / 1.01
total: 1.00 / 1.77 / 0.772 / 1.39
No activity file was given, so power comes from the tool's default toggle rates.
